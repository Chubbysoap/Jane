File: flow/config.mk
export PLATFORM = sky130hd
export DESIGN_NAME = AddSub
export DESIGN_NICKNAME = AddSub
export VERILOG_FILES = /design/flow/design.v
export SDC_FILE = /design/flow/constraint.sdc
export NUM_CORES = 4
export LEC_CHECK = 1
export CORE_AREA = 10 10 98 98
export DIE_AREA = 0 0 108 108
File: flow/constraint.sdc
current_design AddSub

set clk_period 4.1
set clk_io_pct 0.2

create_clock -name clk0 -period $clk_period [get_ports {clk}]

set non_clock_inputs [all_inputs -no_clocks]
set_input_delay [expr $clk_period * $clk_io_pct] -clock clk0 $non_clock_inputs
set_output_delay [expr $clk_period * $clk_io_pct] -clock clk0 [all_outputs]
File: flow/design.v
`timescale 1ns / 1ps
module AddSub(
    input clk,
    input [9:0] mag,
    input dir,  
    input en,   
    input rst,  
    output reg [6:0] val,
    output signed [11:0] intWatch
    );
     reg signed [11:0] intermediate;
    assign intWatch = intermediate;
    always @(posedge clk) begin
        if (rst) begin
            intermediate <= 12'd50;   
        end
        else if (en) begin
            if (dir)
                intermediate <= intermediate - mag;
            else
                intermediate <= intermediate + mag;
        end
    end
    always @(negedge clk) begin
      if (intermediate < 0) begin
        val <= 99 - ((-intermediate)%100);
        intermediate <= val;
      end
      else if (intermediate > 99) begin
        val <= intermediate % 100;
        intermediate <= val;
      end
      else
        val <= intermediate[6:0];
    end
endmodule
File: flow/run.sh
#!/bin/bash
# OpenROAD 26Q1-2900-gdf79404cd8, Yosys 0.63+post, stock flow scripts
make -C /OpenROAD-flow-scripts/flow DESIGN_CONFIG=/design/flow/config.mk WORK_HOME=/design/flow/orfs finish
==> impl_metrics.py <==
# Generated from Yosys and OpenROAD reports
metrics = {
    "run_status": {
        "lastStage": "synthesis",
        "firstError": "ERROR: Found 7 problems in 'check -assert'.",
        "status": "stopped before the end",
    },
    "synth": {
        "ff_type": "dfxtp_1",
        "ys_seq_elements": 21,
        "ys_chip_area_um2": 1260,
        "async_flop_share_pct": 0,
        "synth-adder-area-share_pct": 15.1,
        "edf_count": 7,
        "xor_share_pct": 1.39,
        "yosysSeqAreaShare_pct": 39.0,
        "logic_family": "AND-OR/OR-AND gates",
        "yosysWarningCount": 1,
        "yosys.area_share.aoi_pct": 18.3,
        "synthDistinctLibCells": 45,
        "mux_share_pct": 2.49,
        "ys_cells": 126,
        "simple_gate_share_pct": 14.8,
    },
}
-- Yosys cell counts, types with 2 or more instances --
cell type / number / area share, %
inv_1: 14 / 4.2
dfxtp_1: 14 / 22
clkbuf_1: 2 / 0.60
a21oi_1: 5 / 2.0
nor3_1: 2 / 0.80
mux2i_1: 2 / 1.6
nand2b_1: 3 / 1.5
nand2_1: 6 / 1.8
edfxtp_1: 7 / 17
nor2_1: 6 / 1.8
o211ai_1: 3 / 1.8
o21ai_1: 2 / 0.80
a211oi_1: 5 / 3.0
nor2b_1: 4 / 2.0
or3_1: 2 / 0.99
a21boi_0: 2 / 1.2
ha_1: 12 / 12
buf_4: 6 / 3.6
fa_1: 2 / 3.2
and2_1: 2 / 0.99
-- cells by family after synthesis --
| group | Yosys count |
|---|---|
| and+or+nand+nor | 33 |
| AOI/OAI and AO/OA | 29 |
| buffers and inverters | 23 |
| DFF | 21 |
| adders and majority gates | 14 |
| muxes | 3 |
| xor gates and xnor gates | 2 |
| other | 1 |
