## /design/flow/design.v

```verilog
`timescale 1ns / 1ps
module bin2BCD(
  input [7:0] binary_in,       
  output reg [11:0] bcd_out    
);
  integer i,j;
  always @(*) begin
    bcd_out = 12'd0;
    for (j = 7; j >= 0; j = j - 1) begin
      for (i = 2; i >= 0; i = i - 1) begin
        if (bcd_out[((i+1)*4)-1 -:4] >=5 ) bcd_out[((i+1)*4)-1 -:4]  = bcd_out[((i+1)*4)-1 -:4] + 3;  
      end
      for (i = 2; i >= 1; i = i - 1) begin
        bcd_out[((i+1)*4)-1 -:4] = {bcd_out[((i+1)*4)-2 -:3], bcd_out[((i+1)*4)-5]};
      end
      bcd_out[3:0] = {bcd_out[2:0], binary_in[j]};
    end
  end
endmodule
```

## /design/flow/run.sh

```bash
#!/bin/bash
# OpenROAD 26Q1-2900-gdf79404cd8, Yosys 0.63+post, stock flow scripts
make -C /OpenROAD-flow-scripts/flow DESIGN_CONFIG=/design/flow/config.mk WORK_HOME=/design/flow/orfs finish
```

## /design/flow/config.mk

```make
export PLATFORM = sky130hd
export DESIGN_NAME = bin2BCD
export DESIGN_NICKNAME = bin2BCD
export VERILOG_FILES = /design/flow/design.v
export SDC_FILE = /design/flow/constraint.sdc
export NUM_CORES = 4
export LEC_CHECK = 1
export CORE_AREA = 10 10 70 70
export DIE_AREA = 0 0 80 80
```

## /design/flow/constraint.sdc

```tcl
current_design bin2BCD

set clk_period 6.1
set clk_io_pct 0.2

create_clock -name clk0 -period $clk_period

set non_clock_inputs [all_inputs -no_clocks]
set_input_delay [expr $clk_period * $clk_io_pct] -clock clk0 $non_clock_inputs
set_output_delay [expr $clk_period * $clk_io_pct] -clock clk0 [all_outputs]
```

==> ci_impl_report.md <==
### Flow metrics

| Metric | Value |
|---|---|
| Rows | 21 |
| Via count | 1413 |
| CP Capture Type | primary output |
| Syn avg cell area | 7.126 µm² |
| CP startpoint kind | input pin |
| Worst EP arrival | 5360 ps |
| Sequential Power Share | 0% |
| Clkbuf count | 0 |
| Final Setup Violations | 4 |
| Hold Crit Start | binary_in[0] |
| Post-route ant nets | 0 |
| P_int | 0.2587 mW |
| IO Pins | 20 |
| Total Routing Usage GR | 9.637% |
| Top cell by count, worst path | ha_4 |
| MaxCap Viol Count | 0 |
| Cell Area, Synth | 1076 µm² |
| Kind of critical path | in2out |
| RSZ-0062 raised after global routing | true |
| Post-synthesis cell count | 151 |
| Post-place setup slack | -1320 ps |
| Max-area cell share | 10.47% |
| Crit-path max cell delay | 340 ps |
| Static leakage | 0.8780 nW |
| Crit Path Max Fanout | 3 |
| Die Width | 80 µm |
| Final Hold Viols | 0 |
| PnR Total Power | 0.4556 mW |
| Outcome | complete, but fails checks |
| Pwr per Cell Area | 226.3 nW/µm² |
| 1st-iter DRT viols | 49 |
| Family with the most delay on the worst path | simple AND/OR/NAND/NOR gates |
| Yosys Instances | 151 |
| Cell variety after synth | 51 |
| WHS Endpoint | bcd_out[0] |
| Top cells by count, synth | 17 x nand2_1, 12 x nor2_1, 10 x a21oi_1 |
| Sw power | 0.1969 mW |
| Diode count | 0 |
| Clock period minus worst slack | 6576 ps |
| CORE AREA | 3416 µm² |
| GRT Residual Overflow | 0 |
| Comb area | 1249 µm² |
| Seq share, synth | 0% |
| Slowest CP cell | or3_4 |
| I/O Buffers | 16 |
| Synth-to-layout area growth | 87.09% |
| Syn. warnings | 1 |
| Tool warnings | 38 |
| Vias per inst | 5.138 |
| Sw Share | 43.21% |
| Routability-driven placement congestion ratio | 0.8895 |
| Flop count | 0 |
| Clock power frac | 0% |
| Most frequent cell after synthesis | nand2_1 |
| Detailed Route WL | 3331 µm |
| DR WL/cell | 12.11 µm |
| Die Footprint | 6400 µm² |
| Fp_density | 31.50% |
| Fin worst setup slack | -476.2 ps |
| Crit share post-route | 107.8% |
| Flop area | 0 µm² |
| First-pass GRT wire length | 5499 µm |
| Vias in the first global route | 1279 |
| Hold Path Class | in2out |
| Initial antenna violation count | 0 |
| Dpl hpwl | 2522 µm |
| Slew Viols, Final | 0 |
| Maximum clock frequency | 152.1 MHz |
| DRC errors left | 0 |
| Max IR drop VDD | 0.09956 mV |
| Yosys chip area | 1076 µm² |
| Fill count | 296 |
| Synth area leader | ha_1 |
| Logic gate share of total power | 100.0% |
| CP Data Required Time | 4880 ps |
| Largest net degree at the start of global routing | 13 |
| Drt first pass iters | 4 |
| Setup crit start | binary_in[5] |
| Vert. Die Dim | 80 µm |
| Synth area leaders | ha_1 10%, nand2_1 5.9%, mux2i_1 5.6% |
| Failing checks | negative setup slack |
| Bufs and invs on worst path | 5 |
| Hold-fix buffers, CTS | 0 |
| Fraction of layout cells with a size suffix above 1 | 57.64% |
| Worst hold stages | 0 |
[cells in the final DEF, fill, tap and decap left out, types with 3 or more instances in the layout]
master           instances
a21oi_2                  5
inv_1                    5
buf_6                    4
ha_2                     5
nor2_1                  11
mux2_4                   3
nor2b_4                  3
nand3_1                  3
o211ai_1                 3
ha_4                     4
nand2_1                 16
nor3_1                   5
a21oi_1                  5
clkdlybuf4s50_1          9
buf_4                   66
buf_2                    3
o21ai_0                  6
a211oi_1                 3
mux2i_1                  5
mux2_2                   3
[stage by stage]
step / utilization [%] / std cells / hold slack, ps / area, µm² / setup TNS (ps)
floorplan: - / 152 / 2506 / 1217 / -1028
global placement: 51.65 / 257 / 2440 / 1764 / -5122
detailed placement: 51.65 / 257 / 2440 / 1764 / -5777
CTS: 56.74 / 273 / 2440 / 1938 / -1411
global route: 58.94 / 275 / 2440 / 2013 / -2184
finish: 58.94 / 275 / 2440 / 2013 / -1348
[routing by layer]
metal	global-route usage (%)	vias up	part of all wire, %	wire length [µm]
li1	-	725	-	-
met1	14.08	667	51	1710
met2	16.21	21	46	1544
met3	0.2273	0	2.3	77
met4	0	0	0	0
met5	0	-	0	0
[kinds of logic after synthesis]
logic type               count (synthesis)  share of synthesized area (%)
AND-OR/OR-AND                           50                          36.75
XOR/XNOR                                 4                          3.255
adder cells (fa/ha/maj)                  9                          10.47
buffers and inverters                   16                          7.441
multiplexers                            14                          15.12
other                                    1                         0.3485
AND/OR/NAND/NOR                         57                          26.63
[worst max-delay path by stage]
stage     depth (start not counted)  slack, ps         end
4_1_cts                          27       -510  bcd_out[6]
5_1_grt                          27       -670  bcd_out[6]
6_report                         27       -480  bcd_out[6]
[power groups by stage]
stage                 Clock (mW)  Combinational [mW]  Sequential (mW)
final                          0               0.456                0
after global routing           0               0.499                0
after CTS                      0               0.436                0
[what timing repair did]
item                                    in CTS  in global routing
endpoints found under the setup margin       9                  7
pin swaps                                   27                 18
setup buffers                               16                  2
resized                                     37                 13
[area by class of cell]
class,count,share of cell area [%]
Inverter,9,1.989
Multi-Input combinational cell,136,62.03
Tap cell,46,2.859
Timing Repair Buffer,84,33.13
No activity file was given, so power comes from the tool's default toggle rates.
